--- design/flow/run.sh ---
#!/bin/bash
# OpenROAD 26Q1-2900-gdf79404cd8, Yosys 0.63+post, stock flow scripts
make -C /OpenROAD-flow-scripts/flow DESIGN_CONFIG=/design/flow/config.mk WORK_HOME=/design/flow/orfs finish
--- design/flow/config.mk ---
export PLATFORM = sky130hd
export DESIGN_NAME = RegisterFile
export DESIGN_NICKNAME = RegisterFile
export VERILOG_FILES = /design/flow/design.v
export SDC_FILE = /design/flow/constraint.sdc
export NUM_CORES = 4
export LEC_CHECK = 1
export CORE_UTILIZATION = 40
--- design/flow/constraint.sdc ---
current_design RegisterFile

set clk_period 8.0
set clk_io_pct 0.2

create_clock -name clk0 -period $clk_period [get_ports {clk}]

set non_clock_inputs [all_inputs -no_clocks]
set_input_delay [expr $clk_period * $clk_io_pct] -clock clk0 $non_clock_inputs
set_output_delay [expr $clk_period * $clk_io_pct] -clock clk0 [all_outputs]
--- design/flow/design.v ---
`timescale 1ns / 1ps
module RegisterFile(
    input clk, reset, we,
    input [4:0] ra1, ra2, wa,
    input [31:0] wd,
    output [31:0] rd1, rd2
);
    reg [31:0] rf [0:31];
    integer i;
    always @(posedge clk or posedge reset) begin
        if (reset) begin
            for (i=0; i<32; i=i+1) rf[i] <= 0;
        end else if (we && wa != 0) begin
            rf[wa] <= wd;
        end
    end
    assign rd1 = (ra1 == 0) ? 0 : rf[ra1];
    assign rd2 = (ra2 == 0) ? 0 : rf[ra2];
endmodule
==> flow_summary.ini <==
; physical design summary
[status]
outcome = complete, no violations

[critical_path]
critPathKind = input pin to output pin
crit_buf_inv = 5
path_cells = buf_2, buf_4, nor2b_4, buf_4, and2_1, buf_4, a22oi_1, and4_1, a41oi_1, clkdlybuf4s50_1
cpPeakStageDelay_ps = 740
crit_slowest_cell = buf_4
worstPathRequired_ps = 6400
cp-start-kind = input pin
critical_path.max_fanout = 45
cp.arrival_ps = 5720
crit_path_end_kind = output pin
crit_top_cell = buf_4
cpLargestDelayFamily = buffers and inverters

[floorplanning]
die_w_um = 362
design.core.area_sq_um = 128000
die_h_um = 362
floorplan.core_util_pct = 40.4
ios = 114
row_count = 131
die_area_sq_um = 131000

[routing]
routedWlPerCell_um = 43.1
wl_um = 278000
viasPerCell = 7.48
vias = 48265
drtAntennaViolNets = 0
drc_errors = 0
drt_iter0_drc = 6557
drt-pass1-iter-count = 8

[clock_network]
post_cts_buffers = 0
cts_resized = 0
cts_made_buffers = 110
insertion_delay_ps = 740
clk_pin_slew_ps = 60
root_buffer = clkbuf_16
cts-htree-levels = 3
clock-sinks = 992
cts_hold_buf = 0
tritoncts = built
clk_path_buf_depth = 3

[yosys]
ys.flops = 992
area_leaders = dfrtp_1 (48%), mux2_2 (22%), nand3_1 (5.8%), a22oi_1 (5.2%), and3_1 (2.8%)
synthFlopType = dfrtp_1
ys.warnings.count = 2
ys_seq_share_pct = 48.0
yosys_cells = 4649
async_flop_share_pct = 100
synth_cell_types = 73
top_area_cell = dfrtp_1
synth_area_sq_um = 51700
synthCells = 4649
synth-edff-count = 0
avgSynthCellArea_sq_um = 11.1
yosys-stat-area_sq_um = 51700
synth.top_cell.area_share_pct = 48.0

[final_timing]
skew_ps = 0
slew_headroom_pct = 9.90
fin_crit_sh_pct = 91.5
fmax_ghz = 0.137
rsz0062_at_grt = false
tightest_slew_ps = 1350
setup_slack_ps = 678
finalSetupViolations = 0
period_needed_ps = 7320
finalHoldViolations = 0
finalMaxSlewViolations = 0

[final_layout]
syn_to_final_growth_pct = 15.1
layout.cells.most_common = mux2_2
comb_area_sq_um = 25200
utilization_pct = 46.6
reg_top3 = rf: 992 flops
final_area_sq_um = 59500
largest_reg_flops = 992
nFillCells = 11555
largest_register = rf
final_cell_mix = mux2_2 (993), dfrtp_1 (992), nand3_1 (596)
drive_gt1_share_pct = 33.6
seq_area_sq_um = 24800

[placement]
post-dp-hpwl_um = 171000
placed_area_sq_um = 55600
portBuffers = 113
pre_cts_ws_ps = 972
gp_congestion = 1.08

[power_and_ir_drop]
leakage_nw = 25.7
power_density_nw_per_um2 = 245
peakVddDrop_uv = 180

[grt]
grt_pass1_wl_um = 381000
grt_max_degree = 124
globalRouteTotalUtil_pct = 43.9
grt_pass1_vias = 46574
grt_antenna_before_repair = 28
grt-ovfl-total = 0

[flow_run]
maxCapViolations = 0
warnings = 46

[worst_hold_path]
hold_class = register to register
[synthesized netlist by cell type, drive strengths merged (9+ instances only)]
cell type,count
o21ai,18
and3,232
o2111ai,15
and2,20
clkbuf,293
nor3,29
o31a,20
nand2b,11
a22o,45
nor3b,10
mux2,995
a21oi,77
nor4bb,9
nor4,40
buf,211
nand3,598
and3b,9
a22oi,356
a2111oi,71
dfrtp,992
a222oi,33
a31oi,56
a221oi,9
inv,19
nand4,184
nor2,74
and4,49
nand2,86
[through the flow]
stage	hold WS (ps)	instances	setup TNS (ps)	power, mW
6_report	515	6454	0	14.6
5_1_grt	532	6425	0	15.0
2_1_floorplan	476	4649	-7208200	7.99
3_3_place_gp	490	6217	0	9.06
3_5_place_dp	501	6217	0	9.10
4_1_cts	515	6421	0	14.5
[kinds of logic (layout without fill, tap and decap cells)]
kind of cell | count (synthesis) | count (layout) | share of synthesized area, %
AND-OR/OR-AND | 749 | 749 | 11.0
buffers and inverters | 524 | 634 | 4.18
flip-flops | 992 | 992 | 48.0
multiplexers | 1000 | 1000 | 21.8
other | 0 | 33 | 0
AND/OR/NAND/NOR | 1384 | 1384 | 15.0
[layout make-up]
class	count	area share, %
antenna	33	0.139
clock inverter	49	1.05
multi-input combinational	3133	42.3
tap	1662	3.49
timing repair buffer	410	5.83
sequential	992	41.7
inverter	20	0.132
clock buffer	155	5.35
[path summary, 6_finish.rpt]
path	from	slack (ps)	endpoint	cells past startpoint
worst min-delay path	rf[5][11]	510	rf[5][11]	1
worst max register to register	rf[21][20]	7110	rf[21][20]	1
min in group asynchronous	reset	1430	rf[21][10]	3
worst min register to register	rf[5][11]	510	rf[5][11]	1
max in group asynchronous	reset	4650	rf[8][22]	5
worst max-delay path	ra2[4]	680	rd2[31]	10
[metal layers]
layer,part of all wire [%],wire (um),global-route usage [%]
met2,38,106000,55.4
met3,18,50200,29.9
met4,9.3,25900,29.3
met1,34,94700,53.5
met5,0.29,799,4.25
[report_power, final]
group	switching (mW)	internal (mW)	leakage, nW
logic	1.11	1.08	11.2
clock network	2.26	3.19	1.86
registers	0.962	5.99	12.7
Power and IR drop assume default switching activity.
