--- run.sh ---
#!/bin/bash
# OpenROAD 26Q1-2900-gdf79404cd8, Yosys 0.63+post, stock flow scripts
make -C /OpenROAD-flow-scripts/flow DESIGN_CONFIG=/design/flow/config.mk WORK_HOME=/design/flow/orfs finish
--- config.mk ---
export PLATFORM = sky130hd
export DESIGN_NAME = DataMemory
export DESIGN_NICKNAME = DataMemory
export VERILOG_FILES = /design/flow/design.v
export SDC_FILE = /design/flow/constraint.sdc
export NUM_CORES = 4
export LEC_CHECK = 1
export CORE_UTILIZATION = 30
--- constraint.sdc ---
current_design DataMemory

set clk_period 79.8
set clk_io_pct 0.2

create_clock -name clk0 -period $clk_period [get_ports {clk}]

set non_clock_inputs [all_inputs -no_clocks]
set_input_delay [expr $clk_period * $clk_io_pct] -clock clk0 $non_clock_inputs
set_output_delay [expr $clk_period * $clk_io_pct] -clock clk0 [all_outputs]
--- design.v ---
`timescale 1ns / 1ps
module DataMemory(
    input clk, mem_write,
    input [31:0] addr, write_data,
    output [31:0] read_data
);
    reg [31:0] mem [0:127];
    integer i;
    initial begin
        for(i=0; i<128; i=i+1) mem[i] = 0;
        mem[0]=15; mem[1]=20; mem[2]=10; mem[3]=5; mem[4]=-1;
        mem[5]=12; mem[6]=20; mem[7]=8; mem[8]=1; mem[9]=-1;
        mem[15]=5;
    end
    always @(posedge clk) begin
        if (mem_write) mem[addr >> 2] <= write_data;
    end
    assign read_data = mem[addr >> 2];
endmodule
==> CHANGELOG.md <==
### Changed

* Cell Area, Synth at about 0.16 mm2
* RSZ-0062 raised after global routing: no
* Routed Antenna Nets at 0
* Share of cells above drive strength 1 at between 10% and 20%
* Most frequent CP cell: buf_4
* H-tree levels at 5
* Synth top area share at between 70% and 80%
* Fin. Hold Viols at 0
* Mean area per synthesized cell at roughly 18 um2
* Syn Inst Count at 8922
* Final setup fails at 0
* Pwr/cell area at ~25 mW/mm2
* Yosys stat cell total at slightly below 9k
* Setup crit end: read_data[9]
* Final period util at 48.7%
* Crit Path Class: in -> out
* DR vias at 93.2k
* CTS Buffer Depth at 4
* Worst path buffer plus inverter count at 8
* Sequential cell area fraction in the yosys report at roughly 80%
* Port Buffer Count at ~72
* # Max-Cap Violations at 0
* CP top delay family: buffers and inverters
* Leak at 54.8 nW
* Drt drc at 0
* Number of fill cells at approximately 48k
* CP arrival at between 20 and 25 ns
* Post-synth EDFFs at roughly 4.1k
* FP Util at a little under a third
* CP required at roughly 64 ns
* Detailed Place HPWL at between 300 and 400 mm
* HP Class: in -> reg
* Async SR Flop Fraction at 0%
* PostCTS Resize Cnt at 0
* CTS tree: done
* Clock slew at reported path FFs at 0.06 ns
* Total wire length at 555 mm
* First-pass GRT wire length at 762 mm
* CTS sink count at just over 4k
* IO Pins at 98
* Worst Path Max Fanout at about 60
* Synth Flop Type: edfxtp_1
* Hold buffer count at cts at 0
* Crit. Startpoint: addr[4]
* Pre-CTS WS at ~41 ns
* Die X-Extent at slightly above 700 um
* Post-synth regs at approximately 4.1k
* Chip area at ~0.52 mm2
* Crit-path slowest cell: o22ai_1
* Max reg flops at about 4k
* Unique cell types at between 70 and 80
* Synthesis area per yosys at 0.157 mm2
* TritonCTS buffer count at 413
* Tot Pwr at 0.00452 W
* Placer congestion estimate at about 0.96
* Core area at 0.520 mm2
* Largest regs: mem: 4096 flops
* Starting DRT DRC Count at slightly below 8k
* Root buf cell: clkbuf_16
* Largest net degree at the start of global routing at 84
* Fmax at between 20 and 30 MHz
* Most frequent logic cell in the layout: edfxtp_1
* Slack of the critical path at around 41 ns
* CP max stage delay at roughly 0.94 ns
* Synth area leader: edfxtp_1
* Drt first pass iters at 9
* Gr usage total at between 20 and 25%
* Vias per cell at ~5.6
* Setup bufs post-CTS at 0
* Minimum clock period at 38.84 ns
* Element type at the critical path end: primary output
* CP startpoint kind: input port
* Most instantiated logic cells after routing: edfxtp_1, a221oi_1, buf_4, a22oi_1, a21oi_1
* Routed len/inst at 33.5 um
* Slew Viols, Final at 0
* Critical path cell sequence: buf_8, buf_4, buf_4, and2_4, buf_4, buf_4, buf_4, buf_12, a22oi_1, o22ai_1, a221oi_1, o22ai_1, or4_1, clkdlybuf4s50_1
* Synth Warn # at 1
* Area growth syn-to-layout at 15.6%
* Die height at roughly 720 um
* Grt total ovfl at 0
* Log Warnings at 51
* Largest register by flop count: mem
* Status: finished clean
* Worst-Margin Slew at 1.30 ns
* Post-route setup TNS at 0 ns
* Initial antenna violation count at approximately 60
* Critical path depth in cells at 14
* Vias in the first global route at ~95k
* Worst VDD drop at around 20 uV
* Biggest area cells: edfxtp_1, a221oi_1, a22oi_1
* Row count at ~270
* Slew HR at between 10% and 20%
-- metal layers --
metal | part of all wire (%) | vias to the layer above | GRT usage, %
li1 | - | 38200 | -
met5 | 0.60 | - | 5.58
met2 | 43 | 7525 | 30.6
met3 | 22 | 1225 | 21.3
met4 | 5.6 | 76 | 9.61
met1 | 29 | 46200 | 21.7
-- worst min-delay path by stage --
stage / from / endpoint / slack (ns) / cells past startpoint
5_1_grt: write_data[13] / mem[17][13]$_DFFE_PP_ / 15.37 / 1
6_report: write_data[13] / mem[22][13]$_DFFE_PP_ / 15.36 / 1
4_1_cts: write_data[6] / mem[12][6]$_DFFE_PP_ / 15.31 / 1
-- layout make-up --
| class | instances | area, um2 | area share [%] |
|---|---|---|---|
| Antenna cell | 69 | 173 | 0.0954 |
| Tap cell | 6942 | 8690 | 4.80 |
| Multi-Input combinational cell | 4092 | 31600 | 17.5 |
| Clock inverter | 234 | 1910 | 1.06 |
| Sequential cell | 4096 | 123000 | 68.0 |
| Inverter | 7 | 51.3 | 0.0283 |
| Timing Repair Buffer | 603 | 4770 | 2.63 |
| Clock buffer | 517 | 10800 | 5.96 |
-- per-stage QoR --
stage	instances	utilization (%)	hold WS [ns]	cell area [um2]
finish	16600	34.8	15.36	181000
global route	16500	34.8	15.37	181000
CTS	16500	34.8	15.31	181000
detailed placement	15700	32.3	16.36	168000
global placement	15700	32.3	16.34	168000
floorplan	8922	-	16.06	157000
-- power by group --
part / internal, W / switching [W]
Sequential: 0.00238 / 0.00000169
Clock: 0.00102 / 0.000821
Combinational: 0.0000722 / 0.000222
-- cell usage after synthesis (all sizes together) (44+ instances only) --
cell and count:
mux2 279, nor2 291, mux2i 127, mux4 70, o21ai 326, edfxtp 4096
a21oi 425, a221o 64, nand2 241, buf 403, o22ai 170, clkbuf 324
a221oi 847, nor2b 108, a222oi 44, a22oi 468, o221ai 49
-- logic make-up after synthesis --
group,share of synthesized area (%)
multiplexers,3.82
buffers and inverters,2.03
AND/OR/NAND/NOR,2.74
AND-OR/OR-AND,12.9
flip-flops,78.5
Power and IR drop assume default switching activity.
